==> /design/flow/design.v <==
module PE(
    input           clk,
    input           rst_n,
    input           done,
    input [7:0]     west_in,
    input [7:0]     north_in,
    output reg [7:0]    east_out,
    output reg [7:0]    south_out,
    output reg [31:0]   result
);
reg [31:0] mult_res;
always @(negedge clk or negedge rst_n) begin
    if(!rst_n) begin
        east_out <= 8'b0;
        south_out <= 8'b0;
        result <= 32'b0;
        mult_res <= 32'b0;
    end
    else if(done) begin
        mult_res <= 32'b0;
        result <= 32'b0;
    end
    else begin
        mult_res <= west_in * north_in;
        result <= result + mult_res;
        east_out <= west_in;
        south_out <= north_in;
    end
end
endmodule
module TPU(
    clk,
    rst_n,
    in_valid,
    K,
    M,
    N,
    busy,
    A_wr_en,
    A_index,
    A_data_in,
    A_data_out,
    B_wr_en,
    B_index,
    B_data_in,
    B_data_out,
    C_wr_en,
    C_index,
    C_data_in,
    C_data_out
);
input               clk;
input               rst_n;
input               in_valid;
input [7:0]         K;
input [7:0]         M;
input [7:0]         N;
output reg          busy;
output reg          A_wr_en;
output reg [15:0]   A_index;
output reg [31:0]   A_data_in;
input      [31:0]   A_data_out;
output reg          B_wr_en;
output reg [15:0]   B_index;
output reg [31:0]   B_data_in;
input      [31:0]   B_data_out;
output reg          C_wr_en;
output reg [15:0]   C_index;
output reg [127:0]  C_data_in;
input      [127:0]  C_data_out;
integer i, j;
reg     done;
wire [7:0]      east_out[3:0][3:0];
wire [7:0]      south_out[3:0][3:0];
wire [127:0]    result[3:0];
reg [7:0]   A_data_reg [3:0][3:0];
reg [7:0]   B_data_reg [3:0][3:0];
reg [15:0]  counter;
reg [7:0]   K_reg, M_per_compute, M_reg, N_per_compute, N_reg;
reg [7:0]   M_div, M_mod, N_div, N_mod;
reg [7:0]   row_grp, col_grp;
PE P00(clk, rst_n, done, A_data_reg[0][0], B_data_reg[0][0], east_out[0][0], south_out[0][0], result[0][127:96]);
PE P01(clk, rst_n, done, east_out[0][0], B_data_reg[1][0], east_out[0][1], south_out[0][1], result[0][95:64]);
PE P02(clk, rst_n, done, east_out[0][1], B_data_reg[2][0], east_out[0][2], south_out[0][2], result[0][63:32]);
PE P03(clk, rst_n, done, east_out[0][2], B_data_reg[3][0], east_out[0][3], south_out[0][3], result[0][31:0]);
PE P10(clk, rst_n, done, A_data_reg[1][0], south_out[0][0], east_out[1][0], south_out[1][0], result[1][127:96]);
PE P11(clk, rst_n, done, east_out[1][0], south_out[0][1], east_out[1][1], south_out[1][1], result[1][95:64]);
PE P12(clk, rst_n, done, east_out[1][1], south_out[0][2], east_out[1][2], south_out[1][2], result[1][63:32]);
PE P13(clk, rst_n, done, east_out[1][2], south_out[0][3], east_out[1][3], south_out[1][3], result[1][31:0]);
PE P20(clk, rst_n, done, A_data_reg[2][0], south_out[1][0], east_out[2][0], south_out[2][0], result[2][127:96]);
PE P21(clk, rst_n, done, east_out[2][0], south_out[1][1], east_out[2][1], south_out[2][1], result[2][95:64]);
PE P22(clk, rst_n, done, east_out[2][1], south_out[1][2], east_out[2][2], south_out[2][2], result[2][63:32]);
PE P23(clk, rst_n, done, east_out[2][2], south_out[1][3], east_out[2][3], south_out[2][3], result[2][31:0]);
PE P30(clk, rst_n, done, A_data_reg[3][0], south_out[2][0], east_out[3][0], south_out[3][0], result[3][127:96]);
PE P31(clk, rst_n, done, east_out[3][0], south_out[2][1], east_out[3][1], south_out[3][1], result[3][95:64]);
PE P32(clk, rst_n, done, east_out[3][1], south_out[2][2], east_out[3][2], south_out[3][2], result[3][63:32]);
PE P33(clk, rst_n, done, east_out[3][2], south_out[2][3], east_out[3][3], south_out[3][3], result[3][31:0]);
always @ (posedge clk or negedge rst_n) begin
    if(!rst_n) begin
        busy <= 1'b0;
        done <= 1'b0;
        A_wr_en <= 1'b0;
        A_index <= 16'b0;
        A_data_in <= 32'b0;
        B_wr_en <= 1'b0;
        B_index <= 16'b0;
        B_data_in <= 32'b0;
        C_wr_en <= 1'b0;
        C_index <= 16'b0;
        C_data_in <= 128'b0;
        counter <= 16'b0;
        K_reg <= 8'b0;
        M_reg <= 8'b0;
        N_reg <= 8'b0;
        for(i=0; i<4; i=i+1) begin
            for(j=0; j<4; j=j+1) begin
                A_data_reg[i][j] <= 8'b0;
                B_data_reg[i][j] <= 8'b0;
            end
        end
    end
    else if(in_valid) begin
        busy <= 1'b1;
        done <= 1'b0;
        M_reg <= M;
        K_reg <= K;
        N_reg <= N;
        M_mod = M % 4;
        N_mod = N % 4;
        M_div = (M_mod == 0 ? M/4 : M/4 + 1);
        N_div = (N_mod == 0 ? N/4 : N/4 + 1);
        col_grp <= 8'b0;
        row_grp <= 8'b0;
    end
    else if(busy) begin
        done = 1'b0;
        N_per_compute = (col_grp+1 == N_div && N_mod != 0 ? N_mod : 4);
        M_per_compute = (row_grp+1 == M_div && M_mod != 0 ? M_mod : 4);
        for(i=0; i<4; i=i+1) begin
            A_data_reg[i][0] = A_data_reg[i][1];
            A_data_reg[i][1] = A_data_reg[i][2];
            A_data_reg[i][2] = A_data_reg[i][3];
            A_data_reg[i][3] = 8'b0;
            B_data_reg[i][0] = B_data_reg[i][1];
            B_data_reg[i][1] = B_data_reg[i][2];
            B_data_reg[i][2] = B_data_reg[i][3];
            B_data_reg[i][3] = 8'b0;
        end
        if(counter < K_reg) begin
            A_data_reg[0][0] = A_data_out[31: 24];
            A_data_reg[1][1] = A_data_out[23: 16];
            A_data_reg[2][2] = A_data_out[15: 8];
            A_data_reg[3][3] = A_data_out[7: 0];
            B_data_reg[0][0] = B_data_out[31: 24];
            B_data_reg[1][1] = B_data_out[23: 16];
            B_data_reg[2][2] = B_data_out[15: 8];
            B_data_reg[3][3] = B_data_out[7: 0];
        end
        if(counter < K_reg) begin
            A_index = A_index + 1;
            B_index = B_index + 1;
        end
        else begin
            A_index = (row_grp+1 == M_div ? 16'b0 : K_reg * (row_grp + 1));
            B_index = (row_grp+1 == M_div ? K_reg * (col_grp + 1) : K_reg * col_grp);
        end
        if(counter >= K_reg + N_per_compute) begin
            C_wr_en = 1'b1;
            C_index = col_grp * M_reg + row_grp * 4 + counter - K_reg - N_per_compute;
            C_data_in = result[counter - K_reg - N_per_compute];
        end
        else begin
            C_wr_en = 1'b0;
            C_index = 16'b0;
        end
        counter <= counter + 1;
        if(counter == K_reg + M_per_compute + N_per_compute) begin
            if(row_grp+1 == M_div && col_grp+1 == N_div) begin
                busy <= 1'b0;
                A_index = 16'b0;
                B_index = 16'b0;
            end
            else if(row_grp+1 < M_div) begin
                row_grp = row_grp + 1;
            end
            else if(row_grp+1 == M_div) begin
                col_grp = col_grp + 1;
                row_grp = 0;
            end
            done = 1'b1;
            counter <= 8'b0;
        end
    end
end
endmodule
==> /design/flow/run.sh <==
#!/bin/bash
# OpenROAD 26Q1-2900-gdf79404cd8, Yosys 0.63+post, stock flow scripts
make -C /OpenROAD-flow-scripts/flow DESIGN_CONFIG=/design/flow/config.mk WORK_HOME=/design/flow/orfs finish
==> /design/flow/config.mk <==
export PLATFORM = sky130hd
export DESIGN_NAME = TPU
export DESIGN_NICKNAME = TPU
export VERILOG_FILES = /design/flow/design.v
export SDC_FILE = /design/flow/constraint.sdc
export NUM_CORES = 4
export LEC_CHECK = 1
export CORE_UTILIZATION = 40
==> /design/flow/constraint.sdc <==
current_design TPU

set clk_period 38.8
set clk_io_pct 0.2

create_clock -name clk0 -period $clk_period [get_ports {clk}]

set non_clock_inputs [all_inputs -no_clocks]
set_input_delay [expr $clk_period * $clk_io_pct] -clock clk0 $non_clock_inputs
set_output_delay [expr $clk_period * $clk_io_pct] -clock clk0 [all_outputs]
==> run summary <==
yosys + openroad results -> FP Util between 40% and 50%, CTS tree yes, clock-pin slew on the worst setup and hold paths 0.05 ns, CTS root buf clkbuf_16, max_cap viols 0, CP cell instances buf_16 -> buf_4 -> buf_4 -> buf_4 -> buf_4, M1 wire length 121000 um, DP HPWL approximately 210000 um, Die Height 524.1 um, CP delay by family, top buffers and inverters, skew final 0.07101 ns, hold_buf cts 0, die area 274700 um2, DRT iter0 DRCs ~4400, Synth Register Bits about 1400, setup ws final approximately 9.4 ns, Yosys Instances approximately 11000, top cells by count 1393 x nand2_1, 1143 x inv_1, 1025 x ha_1, 960 x dfrtn_1, 792 x nor2_1, die width 524.1 um, Yosys warning total 6, Worst path max stage delay 0.71 ns, row count 191, later-pin clock latency in the skew report between 0.8 and 0.9 ns, final hold vios 0, fillers 24780, Setup Viol. Count Final 0, Pwr Density 74.15 nW/um2, first-pass GRT wire length between 400000 and 500000 um, clk sink count around 1400, status finished, final reports clean, post_cts resized 0, max FFs per register 128, Highest Signal Layer met5, core area 271000 um2, synth unique cells 95, IO Port Bufs 268, drt pass-1 iters 7, total power about 9 mW, Post-synth EDFFs 34, Peak VDD IR 0.05602 mV, htree depth 4, Hold Crit Class reg2reg, CP required 20.34 ns, Syn Inst Count 11150, antenna-violating nets left 0, routed len/inst 18.13 um, Placer Congestion 0.9535, Hold Slack 0.4390 ns, Top cell area share 22.03%, Worst EP arrival roughly 11 ns, DR WL met2 113300 um, yosys stat chip area about 110000 um2, dpl ws 8.403 ns, WL final approximately 270000 um, Met3 Wirelength 30830 um, largest net degree at the start of global routing 141, CP Class in2async, Worst-Margin Slew 0.9660 ns, critical path startpoint category input port, fraction of final layout cells sized beyond drive strength 1 8.384%, relative slew slack 33.93%, Slowest-stage cell, CP buf_4, register share after synthesis between 30% and 40%, Vias 77490, crit end category async pin, Synth Cell Area 109000 um2, Critical Path Most Common Cell buf_4, Final Max Slew Viols 0, Synth area leaders dfrtn_1 22%, fa_1 14%, ha_1 12%, dfrtp_1 8.5%, nand2_1 4.8%, post-CTS setup buffer count 0, WP buf/inv 5, antenna violations before repair 6, RSZ-0062 raised after global routing no, Num CTS Buffers 168, P_leak 58.99 nW, Avg Cell Area, Syn roughly 10 um2, Clock Path Buffers 4, grt total ovfl 0, Log Warnings 180, vias in the first global route 78640, count leader, synth nand2_1, Layout area overhead 10.90%, vias per cell 5.186, total track usage about a fifth, asr flop ratio synth 97.51%, residual DRC count 0, setup TNS 0 ns, worst-path maximum fanout 96, num ports about 460, main flop type dfrtn_1, cell type with the largest total area dfrtn_1
per-layer routing:
| metal | GRT usage, % | up-vias |
|---|---|---|
| li1 | - | 37050 |
| met1 | 31.74 | 38010 |
| met2 | 29.55 | 2111 |
| met3 | 9.985 | 324 |
| met4 | 3.854 | 2 |
| met5 | 0.01733 | - |
worst min-delay path, cell delays in order (launching register included):
cell and delay [ns]:
dfrtp_1 0.34, nand2_1 0.05, nand2_1 0.04
layout make-up:
type                    count  area, um2  area share (%)
multi-input cells        8164      68340           56.52
flip-flops and latches   1365      34330           28.39
clock buffers             242       4930           4.077
well taps                3570       4467           3.694
inverters                1144       4294           3.551
repair buffers            389       3684           3.046
clock inverters            63      852.1          0.7047
diodes                      6      15.01         0.01242
cell families after synthesis:
group,after synthesis,share of synthesized area [%]
XOR/XNOR,602,4.882
AND/OR/NAND/NOR,3769,16.45
adder cells (fa/ha/maj),1812,26.21
multiplexers,516,6.649
other,1,0.003439
flip-flops,1365,31.48
AND-OR/OR-AND,1398,8.187
buffers and inverters,1685,6.128
worst paths after layout:
path                                        from                to  slack, ns  cells after the start
worst max-delay path                       rst_n   P31.mult_res[4]       9.38                      5
min in group asynchronous                  rst_n     C_data_in[37]       7.44                      2
worst min-delay path            B_data_reg[6][4]  B_data_reg[7][4]       0.44                      2
worst max register to register  A_data_reg[3][3]  P30.mult_res[15]      14.28                     15
max in group clk0               A_data_reg[3][3]  P30.mult_res[15]      14.28                     15
worst min register to register  B_data_reg[6][4]  B_data_reg[7][4]       0.44                      2
cell usage in the layout (no fill, tap or decap), types with 215 or more instances in the layout:
master	netlist	final
a21oi_1	373	373
and2_1	635	635
clkdlybuf4s50_1	0	267
dfrtn_1	960	960
dfrtp_1	371	370
fa_1	787	787
ha_1	1025	1025
inv_1	1143	1143
mux2_2	385	385
nand2_1	1393	1392
nor2_1	792	792
nor2b_1	216	215
o21ai_0	327	327
xnor2_1	324	324
xor2_1	274	273
power by group:
group          leakage (nW)  switching (mW)  internal (mW)
registers              17.3           0.550           1.92
clock network          2.84           0.655          0.994
logic                  38.9            2.67           2.17
stage by stage:
step | instances | area, um2 | utilization (%)
global route | 14940 | 120900 | 44.62
finish | 14940 | 120900 | 44.62
detailed placement | 14630 | 115100 | 42.48
floorplan | 11210 | 109300 | -
global placement | 14630 | 115100 | 42.48
CTS | 14940 | 120900 | 44.61
Power and IR drop assume default switching activity.
